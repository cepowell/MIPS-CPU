$ cat config.mk
export PLATFORM = sky130hd
export DESIGN_NAME = Multiplexer
export DESIGN_NICKNAME = Multiplexer
export VERILOG_FILES = /design/flow/design.v
export SDC_FILE = /design/flow/constraint.sdc
export NUM_CORES = 4
export LEC_CHECK = 1
export CORE_AREA = 10 10 70 70
export DIE_AREA = 0 0 80 80
$ cat constraint.sdc
current_design Multiplexer

set clk_period 1.0
set clk_io_pct 0.2

create_clock -name clk0 -period $clk_period

set non_clock_inputs [all_inputs -no_clocks]
set_input_delay [expr $clk_period * $clk_io_pct] -clock clk0 $non_clock_inputs
set_output_delay [expr $clk_period * $clk_io_pct] -clock clk0 [all_outputs]
$ cat design.v
module Multiplexer(a, b, s, out);
	input [31:0] a, b;
	input s;
	output reg[31:0] out;
	always @(s) begin
		if (s == 0)
			out <= a;
		else
			out <= b;
	end
endmodule
$ cat run.sh
#!/bin/bash
# OpenROAD 26Q1-2900-gdf79404cd8, Yosys 0.63+post, stock flow scripts
make -C /OpenROAD-flow-scripts/flow DESIGN_CONFIG=/design/flow/config.mk WORK_HOME=/design/flow/orfs finish
==> results.yml <==
# synthesis and place-and-route metrics
worst_setup_path:
  slowest_stage: "mux2_4"
  worstSetupEndpointType: "output port"
  required_ps: 800
  crit_top_cell: "buf_12"
  cp_max_fo: 7
  critPathKind: "in -> out"
  path_cells: "buf_12, buf_12, buf_8, mux2_4, buf_6"
  max_stage_delay_ps: 300
  crit_path_start_kind: "primary input"
  cp.arrival_ps: 980
synthesis:
  syn-cell-area_sq_um: 544
  topCellsByArea: "mux2_4 83%, buf_12 11%, mux2_2 4.1%"
  top_cells_by_count: "30 x mux2_4, 3 x buf_12, 2 x mux2_2, 1 x buf_6"
  yosys-stat-area_sq_um: 544
  netlist_instances: 36
  ys_cells: 36
  syn_area_per_cell_sq_um: 15.1
  yosysUniqueCellTypes: 4
  most_common_cell: "mux2_4"
  yosys_warnings: 1
  netlist.area_leader.share_pct: 82.8
  largest_area_cell: "mux2_4"
  ys_seq_share_pct: 0
grt:
  grt_use_total_pct: 7.87
  grt_max_degree: 8
  antenna_found_initial: 0
  grt_pass1_vias: 824
  grt_pass1_wl_um: 4150
  grt.overflow.total: 0
final_timing:
  whs_ps: 694
  rsz0062_at_grt: "yes"
  setup_viol: 32
  max_slew.worst_pin.slew_ps: 61.1
  slew_violations: 0
  max_freq_mhz: 851
  final.min_clock_period_ps: 1180
  relSlewSlack_pct: 95.9
  setup_slack_ps: -175
  min_period_over_period_pct: 118
  hold_viol_final: 0
cells_and_area:
  utilization_pct: 49.7
  flop_area_sq_um: 0
  area_growth_pct: 212
  drive_gt1_share_pct: 56.2
  clockBufferCount: 0
  finalNonFillerCells: 192
  fill_cells: 327
  flop-count: 0
status:
  outcome: "finished with violations"
  violations: "negative setup slack"
power_and_ir_drop:
  p_total_uw: 660
  ir_drop_v: 0.000173
  p_leak_uw: 0.000990
  power.density_nw_per_um2: 389
routing:
  drtPass1Iterations: 2
  routed_wl_um: 2850
  first_iter_violations: 4
  via_per_inst: 3.80
  ant_nets: 0
  drc_errors: 0
  n_antenna_cell: 0
  post_drt_wl_per_cell_um: 14.8
  vias: 730
placement:
  gp_congestion: 0.760
  dp_cells: 177
  portBuffers: 97
  dp_hpwl_um: 2400
die:
  ios: 97
  chip_area_sq_um: 6400
  fp.dieH_um: 80
  fp_util_pct: 15.9
  rows: 21
  die_w_um: 80
  fp.coreArea_sq_um: 3420
hold_path:
  hp-class: "in -> out"
clock_tree:
  cts-hold-fix-buffers: 0
flow_run:
  max_cap_viol_count: 0
  warnings: 34
==> final timing paths <==
kind,from,to,depth (start not counted),slack [ps]
hold / removal,a[24],out[24],3,690
setup / recovery,s,out[31],5,-180
==> power breakdown <==
part	switching (uW)	leakage, uW	total, uW	internal, uW
sequential	0	0	0	0
clock	0	0	0	0
combinational	141	0.000990	660	519
==> stage by stage <==
stage                     setup TNS [ps]  area, sq um  worst slack, ps
after floorplan                        0          544             66.9
after global placement            -15250         1540             -492
after detailed placement          -15270         1540             -497
after CTS                          -5200         1610             -178
after global routing               -5620         1700             -194
final                              -5030         1700             -175
==> final cells by class <==
cell class	count	area, sq um	share of cell area, %
repair buffers	114	1160	68.3
well taps	46	57.6	3.39
multi-input cells	32	480	28.3
==> layer usage <==
layer	vias up	wire length (um)	GRT usage, %
met5	-	0	0
met4	0	0	0
met3	0	313	3.07
met2	51	1390	14.3
met1	317	1140	8.97
li1	362	-	-
==> critical path, delay by kind of cell <==
kind                   cells  cell delay, ps
multiplexers               1             300
buffers and inverters      4             470
==> cells by family (layout without fill, tap and decap cells) <==
| group | after synthesis | in the layout | share of synthesized area (%) |
|---|---|---|---|
| muxes | 32 | 32 | 86.9 |
| buffers and inverters | 4 | 114 | 13.1 |
==> cells in the final DEF (no fill, tap or decap) <==
cell type	count
buf_16	1
clkdlybuf4s50_1	10
buf_2	12
buf_6	29
buf_4	2
mux2_4	32
dlymetal6s2s_1	14
buf_8	3
dlygate4sd2_1	40
buf_12	3
==> timing repair <==
action                                 4_1_cts  5_1_grt
cloned                                       1        0
gates resized                              170       23
endpoints found under the hold margin        0        0
setup endpoints to repair                   32       32
buffers inserted                            14        0
pin swaps                                    0        0
Power is estimated from default activity; no workload was simulated.
