[flow/run.sh]
#!/bin/bash
# OpenROAD 26Q1-2900-gdf79404cd8, Yosys 0.63+post, stock flow scripts
make -C /OpenROAD-flow-scripts/flow DESIGN_CONFIG=/design/flow/config.mk WORK_HOME=/design/flow/orfs finish
[flow/config.mk]
export PLATFORM = sky130hd
export DESIGN_NAME = ALU
export DESIGN_NICKNAME = ALU
export VERILOG_FILES = /design/flow/design.v
export SDC_FILE = /design/flow/constraint.sdc
export NUM_CORES = 4
export LEC_CHECK = 1
export CORE_AREA = 10 10 70 70
export DIE_AREA = 0 0 80 80
[flow/constraint.sdc]
current_design ALU

set clk_period 4.4
set clk_io_pct 0.2

create_clock -name clk0 -period $clk_period

set non_clock_inputs [all_inputs -no_clocks]
set_input_delay [expr $clk_period * $clk_io_pct] -clock clk0 $non_clock_inputs
set_output_delay [expr $clk_period * $clk_io_pct] -clock clk0 [all_outputs]
[flow/design.v]
module ALU (ALUctl, A, B, ALUOut, Zero);
	input [3:0] ALUctl;
	input [3:0] A, B;
	output reg [31:0] ALUOut;
	output Zero;
	assign Zero = (ALUOut==0);
	always @(ALUctl, A, B) begin
		case(ALUctl)
			0: ALUOut <= A & B;
			1: ALUOut <= A | B;
			2: ALUOut <= A + B;
			6: ALUOut <= A - B;
			7: ALUOut <= A < B ? 1 : 0;
			12: ALUOut <= ~(A | B);
			default: ALUOut <= 0;
		endcase 
	end
endmodule
==> out/metrics.cfg <==
[cells_and_area]
flop_area_um2=0
drive_gt1_frac=0.156
final-instance-count-excl-fill=181
flip_flops=0
utilization=0.368
area_delta_synth_final_pct=44.9
count_of_clock_net_buffers_in_the_final_layout=0

[clock_tree]
cts_hold_buffers=0

[yosys]
yosys.area.top_type=sky130_fd_sc_hd__buf_4
post_synth_inst_count=112
yosys_warnings=1
tally_of_unique_sky130hd_cells_used_after_synthesis=37
synth.top_cell.area_share=0.242
yosysCellCount=112
seq_area_frac_synth=0
synth_top_cell_by_count=sky130_fd_sc_hd__buf_4
top_cells_by_area=sky130_fd_sc_hd__buf_4 24%, sky130_fd_sc_hd__ha_1 19%, sky130_fd_sc_hd__inv_1 6.1%
yosys-top-cells-count=28 x sky130_fd_sc_hd__buf_4, 14 x sky130_fd_sc_hd__inv_1, 13 x sky130_fd_sc_hd__ha_1, 5 x sky130_fd_sc_hd__a21oi_1, 5 x sky130_fd_sc_hd__nor2_1
syn-cell-area_um2=867
yosysChipArea_um2=867
post_synth.cell_area_avg_um2=7.74

[global_routing]
grt_pass1_wl_mm=3.33
initial_antenna_violation_count=0
grt_max_degree=28
global_route.overflow_total=0
via_count_of_the_first_global_routing_pass=721
grt_use_total=0.0599

[timing]
slew_headroom=0.728
report.final.hold_viol_count=0
timing_worst_slew_pin_value_ns=0.407
timing.final.crit_share=0.954
setup_violations=0
unrepaired_setup_endpoints_after_global_routing=no
max_freq_mhz=238
timing.final.max_slew_violations=0
final.min_clock_period_ns=4.20

[flow_run]
stage_log_warnings=41
maxCapViolations=0

[placement]
placedCellCount=179
dp.final_hpwl_mm=1.90
port_buffers=45
routabilityCongestion=0.878

[detailed_routing]
antenna_left=0
num_antenna_cells=0
vias=799
viasPerCell=4.41
first_pass_iters=4
detailedRoute.firstIterationViolations=42
post_drt_wl_per_cell_um=12.0
remaining_drc_errors=0
finalWirelength_mm=2.18

[power]
power-per-cell-area_nw_per_um2=90.9
fin_total_pwr_uw=114
ir_drop_uv=25.1
cellLeakagePower_nw=0.580

[critical_path]
cp-end-kind=output pin
worst_ep_required_time_ns=3.52
critical_path.startpoint=B[0]
crit_path_max_fanout=3
timing.critical_path.slowest_cell_delay_ns=0.47
critPathLaunchType=input pin
critical_path.slowest_cell=sky130_fd_sc_hd__clkdlybuf4s50_1
worst-endpoint-arrival_ns=3.32
crit_type=input pin to output pin
critical_path.cell_chain=clkdlybuf4s15_1 > ha_2 > inv_1 > fa_2 > xnor2_2 > a22o_1 > a211o_1 > nor4b_2 > and4bb_1 > clkdlybuf4s50_1

[floorplan]
core.rowCount=21
die_height_um=80
ios=45
core_area_um2=3420
fp_util=0.254
die_x_um=80
die_area_um2=6400

[min_path]
hold_path.class=input pin to output pin
min_delay_path_depth=7
hold_path_startpoint=A[0]
worstHoldEndpoint=ALUOut[0]

[run_status]
run_status=complete, no violations

cell usage in the layout (no fill, tap or decap), types with 2 or more instances in the layout:
master / count
sky130_fd_sc_hd__ha_1: 11
sky130_fd_sc_hd__and4bb_1: 2
sky130_fd_sc_hd__a21oi_1: 5
sky130_fd_sc_hd__fa_2: 2
sky130_fd_sc_hd__dlymetal6s2s_1: 4
sky130_fd_sc_hd__a21o_1: 3
sky130_fd_sc_hd__inv_1: 12
sky130_fd_sc_hd__nand3_1: 2
sky130_fd_sc_hd__clkdlybuf4s50_1: 40
sky130_fd_sc_hd__buf_4: 8
sky130_fd_sc_hd__o21bai_1: 2
sky130_fd_sc_hd__a31oi_1: 2
sky130_fd_sc_hd__inv_2: 3
sky130_fd_sc_hd__nor3b_1: 2
sky130_fd_sc_hd__nand2_1: 4
sky130_fd_sc_hd__nor2_1: 5
sky130_fd_sc_hd__xnor2_2: 2
sky130_fd_sc_hd__o21ai_1: 2
logic make-up after synthesis:
family / Yosys count / synth area share
multiplexers: 1 / 0.0115
adder cells (fa/ha/maj): 15 / 0.234
AND/OR/NAND/NOR: 24 / 0.196
buffers and inverters: 46 / 0.346
XOR/XNOR: 2 / 0.0202
AND-OR/OR-AND: 24 / 0.192
per-stage QoR:
stage / TNS (ns) / hold slack (ns) / setup slack, ns / cell area [um2]
detailed placement: -0.0156 / 2.97 / -0.0156 / 1200
finish: 0 / 2.84 / 0.201 / 1260
global placement: 0 / 2.97 / 0.0244 / 1200
CTS: 0 / 2.97 / 0.00552 / 1210
floorplan: 0 / 1.98 / 1.05 / 867
global route: 0 / 2.94 / 0.0321 / 1260
report_power, final:
group / total (mW) / internal (mW) / switching, mW
Combinational: 0.114 / 0.0710 / 0.0432
Sequential: 0 / 0 / 0
Clock: 0 / 0 / 0
layer usage:
metal | global-route usage | up-vias | share of wire
li1 | - | 403 | -
met1 | 0.0769 | 349 | 0.41
met2 | 0.102 | 47 | 0.41
met3 | 0.0182 | 0 | 0.18
met4 | 0 | 0 | 0
met5 | 0 | - | 0
layout make-up:
class              instances  area (um2)
fillers                  336        2160
inverters                 15        56.3
multi-input cells         66         602
well taps                 46        57.6
repair buffers            54         541
what timing repair did:
item / CTS / global route
endpoints found under the setup margin: 1 / 1
buffers inserted: 1 / 1
resized: 5 / 10
endpoints found under the hold margin: 0 / 0
pin swaps: 2 / 5
worst max-delay path, delay by kind of cell:
kind	cells	cell delay (ns)
buffers and inverters	3	0.73
adder cells (fa/ha/maj)	2	0.58
AND-OR/OR-AND	2	0.51
AND/OR/NAND/NOR	2	0.48
XOR/XNOR	1	0.14
worst max-delay path by stage:
| stage | end | slack, ns | cells past startpoint |
|---|---|---|---|
| 4_1_cts | Zero | 0.006 | 11 |
| 5_1_grt | Zero | 0.03 | 10 |
| 6_report | Zero | 0.20 | 10 |
Power is estimated from default activity; no workload was simulated.
