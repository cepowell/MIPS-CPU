**flow/run.sh**
```bash
#!/bin/bash
# OpenROAD 26Q1-2900-gdf79404cd8, Yosys 0.63+post, stock flow scripts
make -C /OpenROAD-flow-scripts/flow DESIGN_CONFIG=/design/flow/config.mk WORK_HOME=/design/flow/orfs finish
```
**flow/config.mk**
```make
export PLATFORM = sky130hd
export DESIGN_NAME = PC
export DESIGN_NICKNAME = PC
export VERILOG_FILES = /design/flow/design.v
export SDC_FILE = /design/flow/constraint.sdc
export NUM_CORES = 4
export LEC_CHECK = 1
export CORE_AREA = 10 10 103 103
export DIE_AREA = 0 0 113 113
```
**flow/constraint.sdc**
```tcl
current_design PC

set clk_period 5.4
set clk_io_pct 0.2

create_clock -name clk0 -period $clk_period [get_ports {clk}]

set non_clock_inputs [all_inputs -no_clocks]
set_input_delay [expr $clk_period * $clk_io_pct] -clock clk0 $non_clock_inputs
set_output_delay [expr $clk_period * $clk_io_pct] -clock clk0 [all_outputs]
```
**flow/design.v**
```verilog
module PC(rst, clk, PCin, PCout);
	input clk, rst;
	input [31:0] PCin;
	output reg [31:0] PCout;
	always @(posedge clk) begin
		if (rst) PCout <= 0;
		else 
			PCout <= PCin + 1;
	end
endmodule
```
==> results.py <==
# Metrics from the implementation run
metrics = {
    "pwr": {
        "power.share.combinational_pct": 15.3,
        "swShare_pct": 22.7,
        "power.switching_mw": 0.129,
        "seq_power_share_pct": 44.4,
        "clkPwrFrac_pct": 40.3,
        "intPower_mw": 0.441,
        "power_density_nw_per_um2": 245,
        "leakage_nw": 0.783,
        "power_mw": 0.570,
        "peakVddDrop_uv": 124,
    },
    "timing": {
        "slew_headroom_pct": 60.9,
        "finalCritPeriodShare_pct": 58.9,
        "setup_viol": 0,
        "fmax_mhz": 314,
        "finalSetupTns_ps": 0,
        "fin_crit_ps": 3180,
        "final_max_slew_viol_count": 0,
        "finalHoldViolations": 0,
        "worst_pin_slew_ps": 584,
        "rsz0062_at_grt": "false",
    },
    "routing": {
        "wirelength_um": 4580,
        "first_pass_iters": 4,
        "post_drt_wl_per_cell_um": 13.5,
        "vias": 1435,
        "vias_per_cell": 4.25,
        "drc": 0,
        "drtIter0Drc": 54,
        "antennaDiodeCount": 0,
        "ant_nets": 0,
    },
    "place": {
        "place.gp.congestion": 0.743,
        "dpl.hpwl_um": 3630,
        "portBuffers": 65,
    },
    "synth": {
        "netlist_area_um2": 1480,
        "syn_inst": 168,
        "yosysTopAreaCell": "dfxtp_1",
        "yosys_area_um2": 1480,
        "numSynthFlops": 32,
        "yosysWarnings": 1,
        "synth_seq_share_pct": 43.4,
        "yosysTopAreaCellShare_pct": 43.4,
        "synth_cell_types": 29,
        "yosysCellCount": 168,
        "topCellsByArea": "dfxtp_1, or4_1, a21oi_1",
        "syn-mean-instance-area_um2": 8.78,
    },
    "die": {
        "die_y_um": 113,
        "die_w_um": 113,
        "num_rows": 33,
        "fp-utilization_pct": 17.8,
        "die-area_um2": 12800,
        "coreArea_um2": 8300,
        "num_io_pins": 66,
    },
    "clock_network": {
        "clock_path_buffers": 2,
        "htreeDepth": 2,
        "cts_buffers": 5,
        "postCtsHoldBufs": 0,
        "cts.sinks": 32,
        "ctsResizeCount": 0,
        "clk_pin_slew_ps": 70,
        "cts_setup_buffers": 0,
        "cts_tree": "yes",
        "clock-root-buffer": "clkbuf_8",
    },
    "setup_path": {
        "critPathMaxFanout": 19,
        "end_kind": "register",
        "path_class": "input pin to register",
        "cp_data_arrival_time_ps": 3350,
        "required_ps": 5570,
        "start_kind": "input pin",
    },
    "cells_and_area": {
        "syn_to_final_growth_pct": 57.5,
        "reg.largest.list": "PCout (32)",
        "largest_reg_flops": 32,
        "drive_above_1_share_pct": 6.44,
        "max_flop_register": "PCout",
    },
    "grt": {
        "grt_max_degree": 22,
        "antenna_found_initial": 0,
        "track_usage_pct": 6.85,
        "grt_pass1_wl_um": 7100,
        "grt_overflow": 0,
        "grt_pass1_vias": 1407,
    },
    "worst_hold_path": {
        "hp-class": "input pin to register",
    },
    "outcome": {
        "status": "finished, final reports clean",
    },
    "run": {
        "warning_count": 25,
        "drv_cap": 0,
    },
}
[layout by cell type, fill, tap and decap left out, types with 2 or more instances in the layout]
| cell type | synthesis | routed |
|---|---|---|
| xor2_1 | 4 | 4 |
| nand2_1 | 11 | 11 |
| inv_1 | 5 | 5 |
| nor3_1 | 2 | 2 |
| or3_1 | 6 | 6 |
| nor4_1 | 3 | 3 |
| dfxtp_1 | 32 | 32 |
| a21oi_1 | 17 | 17 |
| o21ai_0 | 6 | 6 |
| xnor2_1 | 5 | 5 |
| nand3_1 | 8 | 8 |
| clkdlybuf4s50_1 | 0 | 65 |
| mux2_2 | 3 | 3 |
| o31ai_1 | 11 | 11 |
| nor2b_1 | 5 | 5 |
| or4_1 | 12 | 12 |
| clkbuf_8 | 0 | 5 |
| nor2_1 | 14 | 14 |
| and4_1 | 2 | 2 |
| nand4_1 | 5 | 5 |
[Yosys cell counts]
cell type / n
nand3_2: 1
mux2_2: 3
ha_1: 1
mux2_1: 1
and4_1: 2
or4b_1: 1
dfxtp_1: 32
or4_1: 12
nor3_1: 2
nand3_1: 8
o31ai_1: 11
or4_4: 1
or3_1: 6
nand2_1: 11
clkbuf_1: 4
a21oi_1: 17
xnor2_1: 5
nor4_1: 3
o21ai_0: 6
nor3b_1: 1
buf_6: 2
xor2_1: 4
buf_2: 3
nor2_1: 14
and4_4: 1
inv_1: 5
or3b_1: 1
nand4_1: 5
nor2b_1: 5
[logic make-up after synthesis]
group / share of synthesized area [%]
adders and majority gates: 0.848
xor gates and xnor gates: 5.34
and+or+nand+nor: 29.1
muxes: 3.05
AOI/OAI and AO/OA: 13.4
buffers and inverters: 4.83
DFF: 43.4
[stage by stage]
step	cells	util, %	area, um^2	hold WS (ps)	setup WS, ps
after CTS	338	28.0	2320	1400	2230
after detailed placement	330	26.7	2210	1710	1930
after floorplan	168	-	1480	1150	2720
after global routing	338	28.0	2320	1430	2030
final	338	28.0	2320	1410	2220
after global placement	330	26.7	2210	1700	1950
[path summary, 6_finish.rpt]
check	startpoint	end	cells past startpoint	slack [ps]
worst max-delay path	PCin[5]	PCout[31]	5	2220
worst min-delay path	PCin[26]	PCout[26]	3	1410
[layout make-up]
type                            count  area, um^2
Clock buffer                        5        68.8
Inverter                            5        18.8
Clock inverter                      3        42.5
Multi-Input combinational cell    122         763
Sequential cell                    32         641
Fill cell                         867        5980
Timing Repair Buffer               66         658
Tap cell                          105         131
[power by group through the flow]
stage         Clock [mW]  Sequential (mW)  Combinational [mW]
finish             0.230            0.253              0.0869
global route       0.250            0.254              0.0972
CTS                0.239            0.253              0.0889
[layer usage]
metal	track usage [%]	share of wire, %	routed length (um)
met1	8.11	44	2020
met2	10.3	41	1880
met3	4.70	14	648
met4	0.761	0.63	29
met5	0	0	0
[critical path, stage by stage]
cell and delay [ps]:
clkdlybuf4s50_1 560, nand4_1 210, or4_1 750, nor4_1 390, mux2_2 360
Power figures rest on the tool's default switching activity, not on a simulated workload.
